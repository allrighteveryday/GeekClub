$ cat /design/flow/run.sh
#!/bin/bash
# OpenROAD 26Q1-2900-gdf79404cd8, Yosys 0.63+post, stock flow scripts
make -C /OpenROAD-flow-scripts/flow DESIGN_CONFIG=/design/flow/config.mk WORK_HOME=/design/flow/orfs finish
$ cat /design/flow/config.mk
export PLATFORM = sky130hd
export DESIGN_NAME = traffic_lights_system
export DESIGN_NICKNAME = traffic_lights_system
export VERILOG_FILES = /design/flow/design.v
export SDC_FILE = /design/flow/constraint.sdc
export NUM_CORES = 4
export LEC_CHECK = 1
export CORE_UTILIZATION = 40
$ cat /design/flow/constraint.sdc
current_design traffic_lights_system

set clk_period 3.7
set clk_io_pct 0.2

create_clock -name clk0 -period $clk_period [get_ports {clk}]

set non_clock_inputs [all_inputs -no_clocks]
set_input_delay [expr $clk_period * $clk_io_pct] -clock clk0 $non_clock_inputs
set_output_delay [expr $clk_period * $clk_io_pct] -clock clk0 [all_outputs]
$ cat /design/flow/design.v
module traffic_lights_system(
    clk,  
    rst_n,
    light_N,
    light_S,
    light_E,
    light_W
    );
input                   clk;
input                   rst_n;
output reg[2:0]         light_N;
output reg[2:0]         light_S;
output reg[2:0]         light_E;
output reg[2:0]         light_W;
parameter       TIME_LONG  = 36'd30_000_000_000 / 20;  
parameter       TIME_SHORT = 36'd 3_000_000_000 / 20;  
parameter       S0 = 4'b0000;  
parameter       S1 = 4'b0001;  
parameter       S2 = 4'b0010;  
parameter       S3 = 4'b0100;  
parameter       S4 = 4'b1000;  
reg[3:0]                state;  
reg[36:0]               cnt;    
always@(posedge clk or negedge rst_n)begin
    if(!rst_n)begin  
        state <= S0;
        cnt <= 'b0;
    end
    else begin
        case(state)
            S0 : begin  
                light_N <= 3'b111;
                light_S <= 3'b111;
                light_E <= 3'b111;
                light_W <= 3'b111;
                state = S1;
            end
            S1 : begin  
                if (cnt < TIME_LONG - 1)begin
                    light_N <= 3'b100;
                    light_S <= 3'b100;
                    light_E <= 3'b010;
                    light_W <= 3'b010;
                    cnt <= cnt + 1'b1;  
                    state <= S1;  
                end
                else begin
                    cnt <= 'b0;  
                    state <= S2;  
                end
            end
            S2 : begin  
                if (cnt < TIME_SHORT - 1)begin
                    light_N <= 3'b100;
                    light_S <= 3'b100;
                    light_E <= 3'b001;
                    light_W <= 3'b001;
                    cnt <= cnt + 1'b1;  
                    state <= S2;                    
                end
                else begin
                    cnt <= 'b0;
                    state <= S3;
                end
            end
            S3 : begin  
                if (cnt < TIME_LONG - 1)begin
                    light_N <= 3'b010;
                    light_S <= 3'b010;
                    light_E <= 3'b100;
                    light_W <= 3'b100;
                    cnt <= cnt + 1'b1;           
                    state <= S3;
                end
                else begin
                    cnt <= 'b0;
                    state <= S4;
                end
            end
            S4 : begin  
                if (cnt < TIME_SHORT - 1)begin
                    light_N <= 3'b001;
                    light_S <= 3'b001;
                    light_E <= 3'b100;
                    light_W <= 3'b100;
                    cnt <= cnt + 1'b1;
                    state <= S4;
                end
                else begin
                    cnt <= 'b0;
                    state <= S1;
                end
            end
            default : begin
                state <= S0;
                cnt <= 'b0;
            end
        endcase
    end
end
endmodule     
==> out/qor.txt <==
Status: finished, violations left
# DRC: 9
DRT iter0 DRCs: 95
Finished Cell Area: 2930 sq um
Die Y: 84.0 um
Vias in the first global route: 1716
# Cells Yosys: 267
Yosys stat area: 2690 sq um
Leak Pwr: 1.29 nW
CP cell instances: or3_1 -> o311ai_0 -> o2111ai_1 -> a21oi_4 -> inv_1 -> a211oi_1
Die area: 7050 sq um
Number of fill cells: 601
ANT cells: 0
Dominant cell area share: 38.2%
Final hold violations: 0
Latency at later pin: 0.30 ns
CP max-delay cell: a211oi_1
Num CTS Buffers: 5
Count of library flops with an enable pin: 6
Mean routed wirelength per cell: 13.8 um
CTS Root Cell: clkbuf_8
Vias after detailed routing: 1879
Setup crit end kind: flop
Synth Area per Inst: 10.1 sq um
Register share after synthesis: 45.8%
Unrepaired setup endpoints after global routing: false
Final setup violation count: 0
Final Hold Slack: 0.533 ns
Req. time, crit path: 3.63 ns
Sinks on the clock net: 48
Row cnt: 29
Postcts setup bufs: 0
First drt pass iteration count: 51
Vias/cell: 5.35
Setup TNS: 0 ns
Cycle use final: 75.8%
IO Port Bufs: 13
CTS max path bufs: 2
Cell Area, Placed: 2800 sq um
Initial Util: 41.9%
Overflow after GRT: 0
Synthesized cell area: 2690 sq um
Max Slew Vio Count: 0
Clock Skew: 0.0125 ns
Worst-path fanout max: 6
Max Cap Viol: 0
Failing checks: design-rule violations
HPWL after DPL: 3390 um
Routability cong.: 0.839
Distinct lib cells: 56
Area grow syn2layout: 8.93%
Die X: 84.0 um
Async SR Flop Fraction: 87.5%
Hold/Removal Path Class: in2async
Tot GR Track Use: 15.4%
First-pass GRT wire length: 8420 um
Initial antenna violation count: 0
Synth area leader: dfrtp_1
Fmax: 357 MHz
Worst slew pin tran: 0.813 ns
Share of layout cells above drive strength 1: 17.9%
Cell with the most instances after synthesis: dfrtp_1
Yosys warns: 1
# hold bufs at CTS: 0
Top post-synthesis cells by count: dfrtp_1 (41), nor2_1 (22), nor2_2 (20), xor2_1 (20)
Tmin final: 2.80 ns
IR drop worst, VDD: 160 uV
Crit Path Class: reg2reg
Startpoint Class: flop
Post-route ant nets: 0
OpenROAD warnings: 25
Flops & latches, synth: 48
Post-Syn Instances: 267
Largest cells by area: dfrtp_1 (38%), edfxtp_1 (6.7%), xor2_1 (6.5%)
CTS tree: yes
Power Density: 368 nW/um^2
Post-cts resize count: 0
Slew headroom: 45.4%
Main flop type: dfrtp_1
Routed wire length: 4850 um
Ports: 14
Crit-path max cell delay: 0.71 ns
Clock transition at the registers of the reported paths: 0.09 ns
H-tree depth: 2
WP data arrival: 2.73 ns
Core area: 6420 sq um
Largest net degree at the start of global routing: 43
registers in the layout (all words and copies together), names as in the netlist:
register	count
light_S	3
light_W	3
cnt	37
state	5
power breakdown:
part	leakage, nW	total [mW]	internal, mW	switching [mW]
combinational	0.599	0.0822	0.0366	0.0455
clock	0.0645	0.409	0.239	0.170
sequential	0.625	0.588	0.560	0.0281
total	1.29	1.08	0.835	0.244
cells by family after synthesis:
group | count (synthesis) | synth area share, %
buffers and inverters | 25 | 5.96
adders and majority gates | 1 | 0.465
AOI/OAI and AO/OA | 33 | 10.3
and+or+nand+nor | 126 | 26.4
muxes | 2 | 0.745
xor gates and xnor gates | 31 | 10.1
other | 1 | 0.139
DFF | 48 | 45.8
worst paths after layout:
kind	startpoint	end	slack (ns)	cells after the start
max in group asynchronous	rst_n	state[0]	2.77	2
min	rst_n	cnt[30]	0.53	2
min reg2reg	cnt[36]	cnt[36]	0.55	2
max	cnt[17]	light_W[0]	0.90	6
max reg2reg	cnt[17]	light_W[0]	0.90	6
min in group clk0	cnt[36]	cnt[36]	0.55	2
cell usage in the layout (no fill, tap or decap), types with 3 or more instances in the layout:
master / instances
nand2_1: 17
xor2_1: 20
o21ai_0: 9
dfrtp_1: 41
clkbuf_8: 7
nor3_1: 10
inv_1: 8
clkdlybuf4s50_1: 12
xnor2_1: 11
a21oi_1: 4
nand3_1: 17
or3_1: 3
and3_1: 11
nand4_1: 6
buf_4: 3
nor2_2: 20
edfxtp_1: 6
nor2_1: 22
final cells by class:
cell class              count  area [sq um]  area share (%)
clock buffers               7          96.3            3.29
clock inverters             1          30.0            1.03
inverters                   8          30.0            1.03
multi-input cells         194          1300            44.3
flip-flops and latches     48          1230            42.1
well taps                  77          96.3            3.29
repair buffers             16           148            5.04
critical path: cells and delay by family, from the launching register on:
family | cells | cell delay [ns]
AOI/OAI and AO/OA | 4 | 1.51
DFF | 1 | 0.42
and+or+nand+nor | 1 | 0.41
buffers and inverters | 1 | 0.10
per-stage QoR:
stage                     setup slack, ns  power, mW  instances  utilization, %
after CTS                           0.845       1.09        351            45.6
after floorplan                      1.10      0.654        267               -
after global placement              0.940      0.678        343            43.6
after detailed placement            0.846      0.682        343            43.6
after global routing                0.615       1.14        351            45.6
final                               0.896       1.08        351            45.6
routing by layer:
metal | global-route usage (%) | part of all wire, %
met5 | 0 | 0
met2 | 22.2 | 45
met3 | 2.41 | 3.2
met4 | 1.72 | 1.2
met1 | 26.2 | 51
Power figures rest on the tool's default switching activity, not on a simulated workload.
