===== design/flow/run.sh =====
#!/bin/bash
# OpenROAD 26Q1-2900-gdf79404cd8, Yosys 0.63+post, stock flow scripts
make -C /OpenROAD-flow-scripts/flow DESIGN_CONFIG=/design/flow/config.mk WORK_HOME=/design/flow/orfs finish

===== design/flow/config.mk =====
export PLATFORM = sky130hd
export DESIGN_NAME = frequency_counter
export DESIGN_NICKNAME = frequency_counter
export VERILOG_FILES = /design/flow/design.v
export SDC_FILE = /design/flow/constraint.sdc
export NUM_CORES = 4
export LEC_CHECK = 1
export CORE_AREA = 10 10 86 86
export DIE_AREA = 0 0 96 96

===== design/flow/design.v =====
`timescale 1ns/1ns
module frequency_counter(
    clk,
    rst_n,
    en,
    pulse,
    o_vld,
    o_cnt
    );
input               clk;
input               rst_n;
input               en;  
input               pulse;  
output              o_vld;  
output[15:0]        o_cnt;  
wire                 rise_edge;  
pulse_posedge_detection pos_dete(
    .clk(clk),
    .rst_n(rst_n),
    .i_pulse(pulse),
    .o_edge(rise_edge)
    );
reg                 flag;  
always@(posedge clk) begin
    if(!rst_n) flag <= 'b0;
    else if(!en) flag <= 'b0;
    else if (rise_edge) flag <= 1'b1;  
    else ;  
end
assign o_vld = rise_edge & flag;  
reg[15:0]           r_cnt;  
always@(posedge clk)begin
    if(!rst_n) r_cnt <= 'b0;
    else if(!en) r_cnt <= 'b0;
    else if(rise_edge) r_cnt <= 'b0;  
    else r_cnt <= r_cnt + 1'b1;  
end
assign o_cnt = r_cnt + 1'b1;  
endmodule
`timescale 1ns/1ns
module pulse_posedge_detection(
    clk,
    rst_n,
    i_pulse,
    o_edge
    );
input           clk;
input           rst_n;
input           i_pulse;
output          o_edge;
wire            clk;
wire            rst_n;
wire            i_pulse;
wire             o_edge;
reg             preg1;
reg             preg2;
always@(posedge clk)begin
    if(!rst_n) begin 
        preg1 <= 0;
        preg2 <= 0;
    end
    else begin 
        preg1 <= i_pulse;
        preg2 <= preg1;
    end
end
assign  o_edge = preg1 & (~ preg2); 
endmodule

===== design/flow/constraint.sdc =====
current_design frequency_counter

set clk_period 3.1
set clk_io_pct 0.2

create_clock -name clk0 -period $clk_period [get_ports {clk}]

set non_clock_inputs [all_inputs -no_clocks]
set_input_delay [expr $clk_period * $clk_io_pct] -clock clk0 $non_clock_inputs
set_output_delay [expr $clk_period * $clk_io_pct] -clock clk0 [all_outputs]

==> out/metrics.csv <==
stage;metric;value;unit
synthesis;ys async rst share;0;
clock_tree;CTS Hold Bufs;0;
worst_setup_path;Crit. End Element;output pin;
detailed_routing;routed len/inst;10.2;um
global_route;initial antenna violation count;0;
detailed_routing;post-route ant nets;0;
synthesis;ys flops;19;
power_and_ir_drop;PwrDens;366;nW/um^2
clock_tree;CTS Buf Count;3;
worst_setup_path;reg2reg path depth;5;
timing;Tightest Pin Transition;623;ps
worst_setup_path;CP startpoint;r_cnt[0];
synthesis;top cells by area;dfxtp_1 44%, nor2b_1 10%, xnor2_1 7.0%;
detailed_routing;Initial DRC Count;27;
worst_setup_path;Slowest cell on crit path;clkdlybuf4s50_1;
synthesis;commonest cells in the netlist;19 x dfxtp_1, 14 x nor2b_1, 9 x nor2_1;
worst_setup_path;crit-path cells;ha_1, nand4_2, nor3_1, xor2_1, clkdlybuf4s50_1;
global_route;pin count of the biggest net entering global routing;18;
worst_setup_path;reg2reg start;r_cnt[0];
timing;clk_skew;2.41;ps
timing;final setup fails;0;
final_layout;layout cells sized above 1;0.124;
floorplanning;standard-cell rows;27;
synthesis;Cell Area, Synth;871;um^2
timing;fmax;362;MHz
clock_tree;clock tree buffer depth;2;
worst_setup_path;Worst path top cell family by delay;buffers and inverters;
detailed_routing;n_diodes;0;
worst_setup_path;WP depth;5;
worst_setup_path;reg2reg setup slack;1510;ps
timing;cycle use final;0.891;
placement;hpwl dp;1.50;mm
clock_tree;Reg clk slew, reported paths;70;ps
detailed_routing;1st-pass router iterations;5;
clock_tree;CTS H-tree depth;1;
timing;Slew HR;0.584;
final_layout;Design Area, Final;1200;um^2
worst_setup_path;reg2reg end;r_cnt[10];
worst_setup_path;Crit Path Max Fanout;6;
placement;PortBufs;20;
synthesis;Seq/Total Area, Yosys;0.437;
floorplanning;Initial Utilization;0.157;
final_layout;fill cell count;618;
worst_setup_path;Crit path buffers/inverters;1;
synthesis;Mean Syn Cell Area;9.57;um^2
timing;Total Neg Setup Slack;0;ps
synthesis;biggest area consumer among synthesized cells;dfxtp_1;
synthesis;most frequent cell after synthesis;dfxtp_1;
min_path;Hold/Removal Path Class;reg -> reg;
placement;DP Cell Count;181;
power_and_ir_drop;Leakage;0.000433;uW
global_route;first-pass GRT wire length;3.19;mm
clock_tree;Sinks on Clock Net;19;
clock_tree;Root Buffer;clkbuf_8;
floorplanning;core footprint;5540;um^2
timing;final slew viol count;0;
clock_tree;post-CTS setup buffer count;0;
worst_setup_path;Worst path max stage delay;510;ps
job;OpenROAD warnings;25;
final_layout;multi-input logic area;463;um^2
worst_setup_path;CP Class;reg -> out;
detailed_routing;Vias/cell;3.49;
synthesis;Dominant cell area share;0.437;
final_layout;Layout Cells excl Fill;185;
floorplanning;Die Span Y;96;um
synthesis;Syn Inst Count;91;
synthesis;Yosys cell types;20;
synthesis;# Cells Yosys;91;
timing;worst hold slack;461;ps
floorplanning;die width;96;um
floorplanning;I/O Pins;21;
final_layout;Layout Utilization;0.216;
synthesis;Dominant flop cell;dfxtp_1;
detailed_routing;Routed Wire Length;1.89;mm
worst_setup_path;Critical Path End;o_cnt[10];
synthesis;Yosys warnings;2;
status;status;finished clean;
clock_tree;cts repair resizes;0;
worst_setup_path;Arr. time, crit path;2140;ps
synthesis;Yosys chip area;871;um^2
clock_tree;CTS tree;done;
floorplanning;Die Area;9220;um^2
final_layout;Area growth, synth to finish;37.6;%
worst_setup_path;Startpoint Class;register;
global_route;Tot GR Track Use;0.0427;
timing;final hold violations;0;
placement;GPL Wtd Cong;0.746;
power_and_ir_drop;maximum VDD drop;0.176;mV
final_layout;Flop area;380;um^2
global_route;vias in the first global route;654;
timing;unrepaired setup endpoints after global routing;false;
placement;Post-Place Cell Area;1150;um^2
worst_setup_path;worst path required time;2480;ps
job;number of max-cap violations;0;
synthesis;number of enable flip-flop cells;0;
detailed_routing;vias after detailed routing;646;
detailed_routing;# DRC;0;
clock_tree;worst skew pair latency;250;ps
global_route;grt ovf;0;
timing;minimum clock period;2760;ps
## per-layer routing
| layer | vias up | global-route usage | part of all wire |
|---|---|---|---|
| met5 | - | 0 | 0 |
| met4 | 0 | 0.00614 | 0.0085 |
| li1 | 336 | - | - |
| met2 | 12 | 0.0661 | 0.45 |
| met3 | 2 | 0.0149 | 0.049 |
| met1 | 296 | 0.0577 | 0.49 |
## placed cells by master, fill, tap and decap left out, types with 3 or more instances in the layout
cell type / synthesis / final
xnor2_1: 7 / 7
and2_1: 3 / 3
dfxtp_1: 19 / 19
nor3_1: 3 / 3
nand4_2: 3 / 3
nor4_2: 3 / 3
xor2_1: 7 / 7
nor2_1: 9 / 9
nor2b_1: 14 / 14
nand3_1: 7 / 7
clkdlybuf4s50_1: 0 / 20
inv_1: 5 / 5
nand2_1: 3 / 3
clkbuf_8: 0 / 3
## per-stage QoR
| step | total power, uW | setup WS [ps] |
|---|---|---|
| floorplan | 262 | 1290 |
| global route | 460 | 144 |
| global placement | 272 | 639 |
| finish | 439 | 337 |
| CTS | 446 | 312 |
| detailed placement | 272 | 604 |
## logic make-up after synthesis
group | Yosys count | share of synthesized area
DFF | 19 | 0.437
adders and majority gates | 1 | 0.0144
muxes | 1 | 0.0129
and+or+nand+nor | 49 | 0.364
buffers and inverters | 7 | 0.0316
xor gates and xnor gates | 14 | 0.141
## state kept, by name, summed over array words and instances (netlist names)
signal          cells
pos_dete.preg1      1
pos_dete.preg2      1
flag                1
r_cnt              16
## area by class of cell
class	instances	share of cell area
multi-input combinational	65	0.386
clock inverter	1	0.00418
inverter	5	0.0157
timing repair buffer	20	0.167
clock buffer	3	0.0344
sequential	19	0.317
tap	72	0.0752
## worst min path at each step
stage,to,start,cells past startpoint
CTS,pos_dete.preg2,pos_dete.preg1,1
global route,pos_dete.preg2,pos_dete.preg1,1
finish,pos_dete.preg2,pos_dete.preg1,1
## power by group
part           total [uW]  internal [uW]  switching [uW]
Sequential            249            247            2.22
Clock                 173           89.3            83.6
Combinational        17.2           9.48            7.69
Total                 439            345            93.5
Power is estimated from default activity; no workload was simulated.
