$ cat config.mk
export PLATFORM = sky130hd
export DESIGN_NAME = four_bit_gray_code_counter
export DESIGN_NICKNAME = four_bit_gray_code_counter
export VERILOG_FILES = /design/flow/design.v
export SDC_FILE = /design/flow/constraint.sdc
export NUM_CORES = 4
export LEC_CHECK = 1
export CORE_UTILIZATION = 30
$ cat constraint.sdc
current_design four_bit_gray_code_counter

set clk_period 3.7
set clk_io_pct 0.2

create_clock -name clk0 -period $clk_period [get_ports {clk}]

set non_clock_inputs [all_inputs -no_clocks]
set_input_delay [expr $clk_period * $clk_io_pct] -clock clk0 $non_clock_inputs
set_output_delay [expr $clk_period * $clk_io_pct] -clock clk0 [all_outputs]
$ cat design.v
`timescale 1ns/1ns
module four_bit_gray_code_counter(
    clk,   
    rst_n,
    o_gray_cnt,
    );
parameter               TIMER_MAX = 32'd1000000000/20;
input                   clk;
input                   rst_n;
output wire[3:0]        o_gray_cnt;
reg[31:0]               time_cnt;  
always@(posedge clk)begin 
    if(!rst_n) time_cnt <= 'b0;
    else if(time_cnt < TIMER_MAX - 1) time_cnt <= time_cnt + 1;
    else time_cnt <= 'b0;
end
reg[3:0]                b_cnt;
always@(posedge clk)begin
    if(!rst_n) b_cnt <= 'b0;
    else if(time_cnt == TIMER_MAX-1) b_cnt <= b_cnt + 1;  
    else ;
end
reg[3:0]                    r_gray;  
always@(*)begin
    if(!rst_n) r_gray <= 'b0;
    else begin
        case(b_cnt)
                4'b0000 : r_gray <= 'b0000;
                4'b0001 : r_gray <= 'b0001;
                4'b0010 : r_gray <= 'b0011;
                4'b0011 : r_gray <= 'b0010;
                4'b0100 : r_gray <= 'b0110;
                4'b0101 : r_gray <= 'b0111;
                4'b0110 : r_gray <= 'b0101;
                4'b0111 : r_gray <= 'b0100;
                4'b1000 : r_gray <= 'b1100;
                4'b1001 : r_gray <= 'b1101;
                4'b1010 : r_gray <= 'b1111;
                4'b1011 : r_gray <= 'b1110;
                4'b1100 : r_gray <= 'b1010;
                4'b1101 : r_gray <= 'b1011;
                4'b1110 : r_gray <= 'b1001;
                4'b1111 : r_gray <= 'b1000;
                default : ;  
        endcase  
    end
end
assign o_gray_cnt = r_gray;
endmodule
$ cat run.sh
#!/bin/bash
# OpenROAD 26Q1-2900-gdf79404cd8, Yosys 0.63+post, stock flow scripts
make -C /OpenROAD-flow-scripts/flow DESIGN_CONFIG=/design/flow/config.mk WORK_HOME=/design/flow/orfs finish
==> metrics.csv <==
stage,metric,value,unit
worst_setup_path,endpoint_kind,output port,
synth,synth.most_common_cell,dfxtp_1,
drt,antenna_cells,0,
worst_hold_path,hp-class,reg -> reg,
synth,synth_top_flop_cell,dfxtp_1,
worst_setup_path,arrival,2070,ps
final_timing,fin_skew,6.550,ps
power_and_ir_drop,p_total,728.8,µW
finish,fillers,562,
worst_setup_path,crit_required,2960,ps
synth,ys_area,1702,µm²
clocking,clockRootBuffer,clkbuf_8,
finish,area_growth,13.82,%
worst_setup_path,crit_top_cell,clkdlybuf4s50_1,
worst_setup_path,critical_path.max_fanout,14,
drt,firstDrtPassIters,4,
floorplan,row_count,27,
clocking,insertion_delay,280,ps
clocking,cts_sinks,40,
synth,top_cells_by_count,"dfxtp_1, nor2_1, nand2_1, xor2_1, nand3_1",
worst_setup_path,cp_num_buf_inv,2,
floorplan,chipArea,5978,µm²
final_timing,setup_viol,0,
synth,synthArstFlopShare,0,%
global_route,grt_pass1_vias,1075,
global_route,grt_max_degree,26,
finish,final-instance-count-excl-fill,278,
drt,drt_iter0_markers,55,
clocking,cts_buffers,5,
run,drv_cap,0,
clocking,cts_tree,yes,
final_timing,fin_crit_sh,76.03,%
global_route,grt_pass1_wl,4609,µm
finish,drive_gt1_share,3.883,%
place,io_buffers,5,
synth,syn-mean-instance-area,8.909,µm²
final_timing,min_period,2813,ps
final_timing,hold_violations,0,
run,warning_count,25,
synth,ys_ff,40,
drt,drt-total-wl,2744,µm
synth,top_cell_area_share,47.06,%
power_and_ir_drop,ir_drop,138.7,µV
synth,seq_area_frac_synth,47.06,%
synth,yosysUniqueCellTypes,28,
global_route,antenna_found_initial,0,
worst_setup_path,critPathMaxStageDelay,690,ps
synth,yosysCellCount,191,
finish,layout.area.comb,887.1,µm²
final_timing,fmax,355.5,MHz
clocking,cts_hold_buf,0,
worst_setup_path,cp_top_family,buffers and inverters,
place,dp.cells,270,
power_and_ir_drop,power.density,376.3,nW/µm²
worst_setup_path,cp-start-kind,primary input,
worst_setup_path,crit_type,in -> out,
synth,top_cells_by_area,"dfxtp_1, xor2_1, nor2_1",
synth,yosys_warnings,1,
finish,register_area,800.8,µm²
worst_setup_path,crit_chain,clkdlybuf4s50_1 > and2_1 > clkdlybuf4s50_1,
floorplan,io_pins,6,
global_route,grt_overflow,0,
place,hpwl,1906,µm
power_and_ir_drop,leakage,0.6563,nW
final_timing,setup_ws,886.8,ps
floorplan,dieHeight,77.32,µm
floorplan,core-area,5473,µm²
clocking,clk_pin_slew,70,ps
final_timing,report.final.slew_viol_count,0,
floorplan,die_x,77.32,µm
final_timing,tns,0,ps
clocking,clk_path_buf_depth,2,
synth,edf_count,0,
final_timing,rsz0062_at_grt,false,
drt,ant_nets,0,
synth,syn_inst,191,
status,status,finished clean,
drt,route.detailed.drc,0,
drt,viasPerCell,4.353,
synth,synthesis.area,1702,µm²
global_route,grt_usage,9.520,%
clocking,cts_resized,0,
floorplan,initial_utilization,31.09,%
synth,yosys.area.top_type,dfxtp_1,
drt,wl_per_cell,9.871,µm
place,gp_congestion,0.7627,
clocking,cts_setup_buffers,0,
place,dp_slack,865.0,ps
worst_setup_path,cp_slowest_cell,clkdlybuf4s50_1,
final_timing,relSlewSlack,44.80,%
clocking,h-tree-depth,2,
drt,vias,1210,
final_timing,tightest_slew,826.1,ps
[worst paths after layout]
kind	startpoint	endpoint	slack, ps	depth (start not counted)
min reg2reg	time_cnt[0]$_SDFF_PN0_	time_cnt[0]$_SDFF_PN0_	480	1
min	time_cnt[0]$_SDFF_PN0_	time_cnt[0]$_SDFF_PN0_	480	1
max	rst_n	o_gray_cnt[2]	890	3
max reg2reg	time_cnt[18]$_SDFF_PN0_	time_cnt[8]$_SDFF_PN0_	1350	6
[cells by family after synthesis]
group	share of synthesized area, %
and+or+nand+nor	29.93
AOI/OAI and AO/OA	2.132
muxes	2.353
adders and majority gates	1.470
other	0.2204
buffers and inverters	1.912
xor gates and xnor gates	14.93
DFF	47.06
[flip-flops by register name, indices dropped and copies added, names as in the netlist, named ones only]
signal    cells
time_cnt     32
b_cnt         4
[final cells by class]
class	instances	area share, %
Multi-Input combinational cell	148	45.80
Sequential cell	40	41.34
Clock buffer	8	4.651
Tap cell	72	4.651
Timing Repair Buffer	5	2.584
Inverter	5	0.9690
[cells in the final DEF (no fill, tap or decap), types with 3 or more instances in the layout]
cell type,n
dfxtp_1,40
and3_1,3
xor2_1,18
inv_1,5
nor2_1,33
nand2b_1,3
xnor2_1,11
and2_1,11
nand3_1,13
nand2_1,18
conb_1,6
nand4_1,6
clkbuf_8,6
nor3_1,5
clkdlybuf4s50_1,5
mux2i_1,4
[through the flow]
| stage | utilization (%) | hold slack (ps) | cell area (µm²) |
|---|---|---|---|
| 2_1_floorplan | - | 441.4 | 1720 |
| 3_3_place_gp | 33.74 | 464.3 | 1847 |
| 3_5_place_dp | 33.74 | 474.4 | 1847 |
| 4_1_cts | 35.39 | 494.6 | 1937 |
| 5_1_grt | 35.39 | 504.3 | 1937 |
| 6_report | 35.39 | 484.2 | 1937 |
[layer usage]
metal	vias to the layer above	wire (µm)	global-route usage [%]
met5	-	0	0
met4	0	26	1.698
met3	2	62	1.935
met2	10	1146	14.78
met1	538	1509	14.06
li1	660	-	-
[where the power goes]
| part | internal [mW] | switching [mW] |
|---|---|---|
| Sequential | 0.434 | 0.000935 |
| Combinational | 0.00171 | 0.00352 |
| Clock | 0.152 | 0.137 |
| Total | 0.588 | 0.141 |
Power and IR drop assume default switching activity.
